**flow/config.mk**
```make
export PLATFORM = sky130hd
export DESIGN_NAME = SIFIVE_UART
export DESIGN_NICKNAME = SIFIVE_UART
export VERILOG_FILES = /design/flow/design.v
export SDC_FILE = /design/flow/constraint.sdc
export NUM_CORES = 4
export LEC_CHECK = 1
export CORE_UTILIZATION = 40
```
**flow/constraint.sdc**
```tcl
current_design SIFIVE_UART

set clk_period 5.3
set clk_io_pct 0.2

create_clock -name clk0 -period $clk_period [get_ports {clk}]

set non_clock_inputs [all_inputs -no_clocks]
set_input_delay [expr $clk_period * $clk_io_pct] -clock clk0 $non_clock_inputs
set_output_delay [expr $clk_period * $clk_io_pct] -clock clk0 [all_outputs]
```
**flow/design.v**
```verilog
`default_nettype none
module sync_fifo #(
    parameter WIDTH = 0,
    parameter DEPTH = 8
)(
    input wire clk,
    input wire rstn,
    input wire wvalid,
    input wire[WIDTH-1:0] wdata,
    output wire wready,
    output wire rvalid,
    output wire[WIDTH-1:0] rdata,
    input wire rready
);
    localparam PTR_W = $clog2(DEPTH);
    reg[WIDTH-1:0] mem[DEPTH];
    reg[PTR_W:0] rdptr;
    reg[PTR_W:0] wrptr;
    wire internal_rvalid = rdptr != wrptr;
    wire[PTR_W:0] rdptr_nxt = rdptr + (internal_rvalid & (~rvalid | rready));
    wire[PTR_W:0] wrptr_nxt = wrptr + (wready & wvalid);
    always_ff @(posedge clk or negedge rstn)
        if (!rstn)
            wrptr <= 0;
        else
            wrptr <= wrptr_nxt;
    always_ff @(posedge clk or negedge rstn)
        if (!rstn)
            rdptr <= 0;
        else
            rdptr <= rdptr_nxt;        
    reg wready_q;
    always_ff @(posedge clk or negedge rstn)
        if (!rstn)
            wready_q <= 1'b0;
        else
            wready_q <= {~wrptr_nxt[PTR_W], wrptr_nxt[PTR_W-1:0]} != rdptr_nxt;
    assign wready = wready_q;
    for (genvar i = 0; i < DEPTH; ++i) begin
    	always_ff @(posedge clk or negedge rstn)
		if (!rstn)
			mem[i] <= '0;
        	else if (wready && wvalid && i == wrptr[PTR_W-1:0])
            		mem[i] <= wdata;
    end
    reg rvalid_q;
    always_ff @(posedge clk or negedge rstn)
        if (!rstn)
            rvalid_q <= 1'b0;
        else if (~rvalid | rready)
            rvalid_q <= internal_rvalid;
    assign rvalid = rvalid_q;
    reg[WIDTH-1:0] rdata_q;
    always_ff @(posedge clk or negedge rstn)
    	if (!rstn)
		rdata_q <= '0;
        else if (~rvalid | rready)
            rdata_q <= mem[rdptr[PTR_W-1:0]];
    assign rdata = rdata_q;
endmodule
module SIFIVE_UART(
    input wire clk,
    input wire rstn,
    input wire[11:0] addr,
    input wire req,
    input wire wren,
    output wire gnt,
    input wire[63:0] wdata,
    input wire[7:0] wstrb,
    output reg[63:0] rdata,
    output reg rvalid,
    output wire uart_tx,
    input wire uart_rx
);
    localparam COUNTER_W = 16;
    reg[COUNTER_W-1:0] UART_BIT_PERIOD;
    wire[COUNTER_W-1:0] UART_SAMPLE_THRESHOLD = UART_BIT_PERIOD[COUNTER_W-1:1];
    reg sifive_txen;
    reg sifive_rxen;
    wire uart_tx_full;
    wire[7:0] uart_rx_byte;
    wire uart_rx_empty;
    wire[31:0] sifive_txdata = {uart_tx_full, 31'h0};
    wire[31:0] sifive_rxdata = {uart_rx_empty, 23'h0, uart_rx_byte};
    wire[31:0] sifive_txctrl = sifive_txen;
    wire[31:0] sifive_rxctrl = sifive_rxen;
    wire[31:0] sifive_baudrate = UART_BIT_PERIOD;
    always_ff @(posedge clk or negedge rstn)
        if (!rstn)
            rdata <= '0;
        else if (req & gnt)
            case ({addr[11:2], 2'b00})
                32'h0:   rdata <= {2{sifive_txdata}};
                32'h4:   rdata <= {2{sifive_rxdata}};
                32'h8:   rdata <= {2{sifive_txctrl}};
                32'hc:   rdata <= {2{sifive_rxctrl}};
                32'h18:  rdata <= {2{sifive_baudrate}};
                default: rdata <= '0;
            endcase
    always_ff @(posedge clk or negedge rstn)
        if (!rstn) begin
            sifive_txen <= 1'b0;
            sifive_rxen <= 1'b0;
            UART_BIT_PERIOD <= 433;
        end else if (req & gnt & wren)
            case ({addr[11:2], 2'b00})
                32'h8: sifive_txen <= wdata[0];
                32'hc: sifive_rxen <= wdata[32];
                32'h18: UART_BIT_PERIOD <= wdata[COUNTER_W-1:0];
            endcase
    always_ff @(posedge clk or negedge rstn)
        if (!rstn)
            rvalid <= 1'b0;
        else
            rvalid <= req & gnt;
    assign gnt = 1'b1;
    wire tx_read_en;
    wire[7:0] tx_data;
    wire tx_fifo_rvalid;
    wire tx_fifo_wready;
    assign uart_tx_full = ~tx_fifo_wready;
    sync_fifo #(
        .WIDTH(8)
    ) phy_tx_fifo(
		.wdata(wdata[7:0]),  
		.clk(clk),  
		.wvalid(req && gnt && wren && {addr[11:2], 2'b00} == 32'h0),  
		.rready(tx_read_en),  
		.rstn(sifive_txen),  
		.rdata(tx_data),  
		.rvalid(tx_fifo_rvalid),  
		.wready(tx_fifo_wready)  
	);
    typedef enum {
        TX_WAIT,
        TX_INIT,
        TX_PAYLOAD0,
        TX_PAYLOAD1,
        TX_PAYLOAD2,
        TX_PAYLOAD3,
        TX_PAYLOAD4,
        TX_PAYLOAD5,
        TX_PAYLOAD6,
        TX_PAYLOAD7,
        TX_END
    } TX_STATE;
    reg[COUNTER_W-1:0] tx_ctr;
    TX_STATE uart_tx_state;
    TX_STATE uart_tx_nextstate;
    assign tx_read_en = (uart_tx_state == TX_WAIT) && tx_fifo_rvalid;
    reg[7:0] transmit_frame;
    always_comb begin
        case (uart_tx_state)
            TX_WAIT: uart_tx_nextstate = tx_fifo_rvalid ? TX_INIT : TX_WAIT;
            TX_INIT: uart_tx_nextstate = tx_ctr == UART_BIT_PERIOD ? TX_PAYLOAD0 : TX_INIT;
            TX_PAYLOAD0: uart_tx_nextstate = tx_ctr == UART_BIT_PERIOD ? TX_PAYLOAD1 : TX_PAYLOAD0;
            TX_PAYLOAD1: uart_tx_nextstate = tx_ctr == UART_BIT_PERIOD ? TX_PAYLOAD2 : TX_PAYLOAD1;
            TX_PAYLOAD2: uart_tx_nextstate = tx_ctr == UART_BIT_PERIOD ? TX_PAYLOAD3 : TX_PAYLOAD2;
            TX_PAYLOAD3: uart_tx_nextstate = tx_ctr == UART_BIT_PERIOD ? TX_PAYLOAD4 : TX_PAYLOAD3;
            TX_PAYLOAD4: uart_tx_nextstate = tx_ctr == UART_BIT_PERIOD ? TX_PAYLOAD5 : TX_PAYLOAD4;
            TX_PAYLOAD5: uart_tx_nextstate = tx_ctr == UART_BIT_PERIOD ? TX_PAYLOAD6 : TX_PAYLOAD5;
            TX_PAYLOAD6: uart_tx_nextstate = tx_ctr == UART_BIT_PERIOD ? TX_PAYLOAD7 : TX_PAYLOAD6;
            TX_PAYLOAD7: uart_tx_nextstate = tx_ctr == UART_BIT_PERIOD ? TX_END      : TX_PAYLOAD7;
            TX_END:      uart_tx_nextstate = tx_ctr == UART_BIT_PERIOD ? TX_WAIT     : TX_END;
            default: uart_tx_nextstate = TX_WAIT;
        endcase
    end
    always_ff @(posedge clk or negedge sifive_txen)
        if (!sifive_txen)
            transmit_frame <= '0;
        else if (tx_read_en)
            transmit_frame <= tx_data;
    always_ff @(posedge clk or negedge sifive_txen)
        if (!sifive_txen)
            tx_ctr <= '0;
        else
            tx_ctr <= uart_tx_nextstate == uart_tx_state ? tx_ctr + 1'b1 : '0;
    always_ff @(posedge clk or negedge sifive_txen)
        if (!sifive_txen)
            uart_tx_state <= TX_WAIT;
        else
            uart_tx_state <= uart_tx_nextstate;
    reg uart_tx_q;
    always_ff @(posedge clk or negedge sifive_txen)
        if (!sifive_txen)
            uart_tx_q <= 1'b1;
        else
            case (uart_tx_state)
                TX_WAIT: uart_tx_q <= 1'b1;
                TX_INIT: uart_tx_q <= 1'b0;
                TX_PAYLOAD0: uart_tx_q <= transmit_frame[0];
                TX_PAYLOAD1: uart_tx_q <= transmit_frame[1];
                TX_PAYLOAD2: uart_tx_q <= transmit_frame[2];
                TX_PAYLOAD3: uart_tx_q <= transmit_frame[3];
                TX_PAYLOAD4: uart_tx_q <= transmit_frame[4];
                TX_PAYLOAD5: uart_tx_q <= transmit_frame[5];
                TX_PAYLOAD6: uart_tx_q <= transmit_frame[6];
                TX_PAYLOAD7: uart_tx_q <= transmit_frame[7];
                TX_END: uart_tx_q <= 1'b1;
                default: uart_tx_q <= 1'b1;
            endcase
    reg uart_tx_qq;
    always_ff @(posedge clk or negedge sifive_txen)
        if (!sifive_txen)
            uart_tx_qq <= 1'b1;
        else
            uart_tx_qq <= uart_tx_q;
    assign uart_tx = uart_tx_qq;
    reg[2:0] uart_cdc_sync_q;
    always_ff @(posedge clk or negedge sifive_rxen)
        if (!sifive_rxen)
            uart_cdc_sync_q <= '1;
        else
            uart_cdc_sync_q <= {uart_rx, uart_cdc_sync_q[2:1]};
    wire uart_rx_q = uart_cdc_sync_q[0];
    typedef enum {
        RX_INIT,
        RX_PAYLOAD0,
        RX_PAYLOAD1,
        RX_PAYLOAD2,
        RX_PAYLOAD3,
        RX_PAYLOAD4,
        RX_PAYLOAD5,
        RX_PAYLOAD6,
        RX_PAYLOAD7,
        RX_END
    } RX_STATE;
    RX_STATE uart_rx_state;
    reg[COUNTER_W-1:0] rx_ctr;
    RX_STATE uart_rx_nextstate;
    always_comb
        case (uart_rx_state)
            RX_INIT: uart_rx_nextstate = rx_ctr == UART_SAMPLE_THRESHOLD ? RX_PAYLOAD0 : RX_INIT;
            RX_PAYLOAD0: uart_rx_nextstate = rx_ctr == UART_BIT_PERIOD ? RX_PAYLOAD1 : RX_PAYLOAD0;
            RX_PAYLOAD1: uart_rx_nextstate = rx_ctr == UART_BIT_PERIOD ? RX_PAYLOAD2 : RX_PAYLOAD1;
            RX_PAYLOAD2: uart_rx_nextstate = rx_ctr == UART_BIT_PERIOD ? RX_PAYLOAD3 : RX_PAYLOAD2;
            RX_PAYLOAD3: uart_rx_nextstate = rx_ctr == UART_BIT_PERIOD ? RX_PAYLOAD4 : RX_PAYLOAD3;
            RX_PAYLOAD4: uart_rx_nextstate = rx_ctr == UART_BIT_PERIOD ? RX_PAYLOAD5 : RX_PAYLOAD4;
            RX_PAYLOAD5: uart_rx_nextstate = rx_ctr == UART_BIT_PERIOD ? RX_PAYLOAD6 : RX_PAYLOAD5;
            RX_PAYLOAD6: uart_rx_nextstate = rx_ctr == UART_BIT_PERIOD ? RX_PAYLOAD7 : RX_PAYLOAD6;
            RX_PAYLOAD7: uart_rx_nextstate = rx_ctr == UART_BIT_PERIOD ? RX_END      : RX_PAYLOAD7;
            RX_END:      uart_rx_nextstate = rx_ctr == UART_BIT_PERIOD ? RX_INIT     : RX_END;
            default: uart_rx_nextstate = RX_INIT;
        endcase
    always_ff @(posedge clk or negedge sifive_rxen)
        if (!sifive_rxen)
            rx_ctr <= 0;
        else if (uart_rx_nextstate != uart_rx_state || uart_rx_state == RX_INIT && uart_rx_q)
            rx_ctr <= 0;
        else
            rx_ctr <= rx_ctr + 1'b1;
    reg[7:0] rcv_frame;
    always_ff @(posedge clk or negedge sifive_rxen)
        if (!sifive_rxen)
            rcv_frame <= '0;
        else if (uart_rx_nextstate != uart_rx_state)
            case (uart_rx_state)
                RX_PAYLOAD0: rcv_frame <= {uart_rx_q, rcv_frame[7:1]};
                RX_PAYLOAD1: rcv_frame <= {uart_rx_q, rcv_frame[7:1]};
                RX_PAYLOAD2: rcv_frame <= {uart_rx_q, rcv_frame[7:1]};
                RX_PAYLOAD3: rcv_frame <= {uart_rx_q, rcv_frame[7:1]};
                RX_PAYLOAD4: rcv_frame <= {uart_rx_q, rcv_frame[7:1]};
                RX_PAYLOAD5: rcv_frame <= {uart_rx_q, rcv_frame[7:1]};
                RX_PAYLOAD6: rcv_frame <= {uart_rx_q, rcv_frame[7:1]};
                RX_PAYLOAD7: rcv_frame <= {uart_rx_q, rcv_frame[7:1]};
            endcase
    always_ff @(posedge clk or negedge sifive_rxen)
        if (!sifive_rxen)
            uart_rx_state <= RX_INIT;
        else
            uart_rx_state <= uart_rx_nextstate;
    wire rx_fifo_rvalid;
    sync_fifo #(
        .WIDTH(8)
    ) phy_rx_fifo(
		.wdata(rcv_frame),  
		.clk(clk),  
		.wvalid(uart_rx_state == RX_END && uart_rx_nextstate == RX_INIT),  
		.rready(req && gnt && !wren && {addr[11:2], 2'b00} == 32'h4),  
		.rstn(sifive_rxen),  
		.rdata(uart_rx_byte),  
		.rvalid(rx_fifo_rvalid),  
		.wready()  
	);
	assign uart_rx_empty = ~rx_fifo_rvalid;
endmodule
```
**flow/run.sh**
```bash
#!/bin/bash
# OpenROAD 26Q1-2900-gdf79404cd8, Yosys 0.63+post, stock flow scripts
make -C /OpenROAD-flow-scripts/flow DESIGN_CONFIG=/design/flow/config.mk WORK_HOME=/design/flow/orfs finish
```
==> notes.md <==
Results of the run.

The power density over the cells is 394 nW/um^2. The detailed route wirelength on metal3 is 1.12 mm. After synthesis the cells add up to 12700 um^2. By instance count after routing, the leading logic cell type is sky130_fd_sc_hd__dfrtp_1.

Buffers inserted to repair hold after CTS numbered 0. For this run, the top clock speed supported by timing is 273 MHz. At the later pin of the worst-skew pair, clock insertion delay measures 0.55 ns.

The logs give a warning total of 82. The ratio of final minimum period to clock period is 69.1%. The CTS H-tree depth is 1. The number of max-slew violations in the final report is 0.

The root buffer selected by CTS is sky130_fd_sc_hd__clkbuf_16. The slowest cell on the critical path is sky130_fd_sc_hd__or4_4. The share of cells above drive strength 1 is 21.8%. The count of flip-flops with a built-in enable after synthesis is 0. The total of warnings raised by yosys is 3.

The number of routed nets with antenna violations is 0. Setup repair after global routing left no endpoint under its margin. Max-cap violations in this run came to 0.

Per STA, the highest per-stage delay on the worst path measures 0.54 ns. For the final routed database, the setup TNS stands at 0 ns. The cell count of the worst reg-to-reg path is 9. The wire length after detailed routing is 26.8 mm. The count of buffers added on input and output ports is 67. The minimum setup slack among reg-to-reg paths is 1.99 ns. The wire length per cell after detailed routing is 17.4 um.

In this run the critical path is formed by clkdlybuf4s50_1, or4_4, nor4_4, nand4_1, o21a_1, nor2_1, ha_1, ha_1, xor2_1, xor2_1, or4_1. The total clock sinks is 261. Per the synth stats, the proportion of register bits with asynchronous set or reset is 100%.

The routed length on met2 is 12.7 mm. The length of the first detailed-routing pass in iterations is 5. Per the slew report, the remaining headroom to the max-slew limit stands at 45.1%. Yosys reported a register bit count of 261. The worst setup path is captured at a register. The required time reported for the critical path endpoint is 5.71 ns. The layout filler cell count is 2762. According to the timing report, the arrival time at the worst endpoint equals 4.07 ns. The final critical path time including I/O delays and setup is 3.66 ns. Summing all multi-input logic gate instances after layout gives 5530 um^2. The largest driver fanout on the critical path is 6. Relative to the synthesized area, the layout overhead comes to 13.2%. The die span in y is 180 um. The instance tally after logic synthesis is 1092. The report lists the number of cells resized after CTS as 0. According to the dpl log, the detail-placed design has an HPWL of 17.6 mm. The main area contributors are sky130_fd_sc_hd__dfrtp_1, sky130_fd_sc_hd__mux2_2, sky130_fd_sc_hd__xnor2_1. TritonCTS built the clock tree.

The initial antenna violation count is 0. Of the synthesized area, sequential elements account for 51.6%. The detailed-route via count is 7866. The layout report lists the combined flip-flop and latch area as 6550 um^2. CTS reports a maximum clock tree buffer depth of 3.

The most used flip-flop cell after synthesis is sky130_fd_sc_hd__dfrtp_1. The Yosys chip area is 12700 um^2. The detailed router used layers up to and including met4. The clock skew after layout is 0.0285 ns.

Post-CTS timing repair inserted 0 buffers for setup. The share of the synthesized area in the top cell type is 49.5%. In this design, the largest share of critical-path delay is due to simple AND/OR/NAND/NOR gates. The core footprint is 30900 um^2.

The timing report notes that buffer and inverter cells on the critical path total 1. Overall power consumption after layout is estimated at 5.66 mW. Per the final timing report, the hold violations number 0. The cell total in the yosys stat output is 1092. The largest net degree at the start of global routing is 51.

The standard-cell row count is 64. Once the floorplan was initialized, standard cells occupied 41.0% of the core. The number of global-route vias before repair is 7798. Summed over all layers, the global routing overflow is 0. The script logs the ratio of routed vias to standard cells as 5.12. RePlAce ended its routability-driven mode at a weighted congestion of 0.838. The worst setup path is launched from an input port. The number of buffers inserted during clock tree synthesis is 28. The x dimension of the die is 180 um. Looking at the reg2reg group, the worst path ends at phy_tx_fifo.wready_q. In the per-layer summary, the met1 wirelength comes to 12.5 mm. The first-iteration detailed-routing DRC count is 430. The overall die size recorded for this design is 32400 um^2.

The antenna diode count is 0. The cell leakage power is 6.59 nW. The number of DRC violations after detailed routing is 0. Global routing used 17.8% of the available tracks across all layers. The most area-hungry cell type in the Yosys netlist is sky130_fd_sc_hd__dfrtp_1. The worst vdd rail ir drop is 0.247 mV. Pin placement for this block handled 156 I/O pins. The average cell area after synthesis is 11.6 um^2. The worst hold path belongs to the class reg -> async.

The number of failing setup endpoints in the final timing report is 0. The first global-routing pass estimated 44.0 mm of wire. By startpoint and endpoint, the worst setup path is classified as in -> reg. The library cells used most frequently in the layout, excluding fill and tap cells, are sky130_fd_sc_hd__dfrtp_1, sky130_fd_sc_hd__mux2_2, sky130_fd_sc_hd__nor2_1, sky130_fd_sc_hd__clkdlybuf4s50_1, sky130_fd_sc_hd__xnor2_1. Counting distinct cell types in the post-synthesis netlist gives 61. The measured slew at the worst slew-check pin is 0.816 ns. The flow ran to the end, and the final reports show no timing, DRC or antenna violations. The clock edge transition at the registers on the reported setup and hold paths is 0.06 ns. STA lists the startpoint of the worst register-to-register path as uart_tx_state[0].
state kept, by name, summed over array words and instances (netlist names), 3 cells and up:
name                 count
phy_tx_fifo.rdata_q      8
uart_rx_state            4
uart_cdc_sync_q          3
phy_tx_fifo.mem         64
tx_ctr                  16
transmit_frame           8
phy_tx_fifo.wrptr        4
phy_tx_fifo.rdptr        4
phy_rx_fifo.rdata_q      8
phy_rx_fifo.wrptr        4
uart_tx_state            4
phy_rx_fifo.rdptr        4
phy_rx_fifo.mem         64
rcv_frame                8
UART_BIT_PERIOD         16
rdata                   17
rx_ctr                  16
per-layer routing:
metal  vias to the layer above  track usage, %
li1                       3752               -
met1                      3954            28.3
met2                       129            27.2
met3                        31            3.11
met4                         0            2.70
met5                         -               0
final cells by class:
| type | count | share of cell area [%] |
|---|---|---|
| Clock inverter | 12 | 0.689 |
| Tap cell | 396 | 3.45 |
| Sequential cell | 261 | 45.6 |
| Multi-Input combinational cell | 718 | 38.5 |
| Clock buffer | 40 | 5.54 |
| Timing Repair Buffer | 83 | 5.47 |
| Inverter | 26 | 0.680 |
synthesized netlist by cell type (all sizes together) (8+ instances only):
library cell,count
a21oi,35
and3,9
buf,66
clkbuf,50
dfrtp,251
dfstp,10
ha,10
inv,25
mux2,166
mux2i,19
mux4,8
nand2,55
nand2b,8
nand3,25
nand4,18
nor2,83
nor2b,17
nor3,8
o21ai,42
xnor2,63
xor2,39
metrics by stage:
stage / cell area [um^2] / cells / worst slack (ns) / util [%] / hold WS, ns
finish: 14400 / 1536 / 1.64 / 46.4 / 0.227
global route: 14400 / 1536 / 1.48 / 46.4 / 0.259
CTS: 14400 / 1536 / 1.62 / 46.4 / 0.239
detailed placement: 13500 / 1484 / 1.06 / 43.5 / 0.232
global placement: 13500 / 1484 / 1.06 / 43.5 / 0.236
floorplan: 12800 / 1121 / 1.82 / - / 0.345
power breakdown:
group | leakage (nW) | switching, mW | internal, mW | total [mW]
logic | 2.66 | 0.723 | 0.551 | 1.27
clock network | 0.446 | 0.783 | 1.09 | 1.87
registers | 3.49 | 0.274 | 2.24 | 2.51
total | 6.59 | 1.78 | 3.88 | 5.66
worst max-delay path by stage:
stage | from | endpoint | depth (start not counted)
finish | addr[9] | phy_rx_fifo.wready_q | 11
CTS | addr[9] | phy_rx_fifo.wready_q | 11
global route | addr[9] | phy_rx_fifo.wready_q | 11
cell families after synthesis:
group / synth area share (%)
compound gates: 6.13
xor+xnor: 7.04
fa+ha+maj: 0.986
buf+inv: 5.67
flops: 51.6
mux: 17.7
other cells: 0.0592
simple gates: 10.9
No activity file was given, so power comes from the tool's default toggle rates.
